<file path="flow/config.mk">
export PLATFORM = sky130hd
export DESIGN_NAME = CH3_VFD
export DESIGN_NICKNAME = CH3_VFD
export VERILOG_FILES = /design/flow/design.v
export SDC_FILE = /design/flow/constraint.sdc
export NUM_CORES = 4
export LEC_CHECK = 1
export CORE_UTILIZATION = 40
</file>
<file path="flow/constraint.sdc">
current_design CH3_VFD

set clk_period 5.3
set clk_io_pct 0.2

create_clock -name clk0 -period $clk_period [get_ports {CLK}]

set non_clock_inputs [all_inputs -no_clocks]
set_input_delay [expr $clk_period * $clk_io_pct] -clock clk0 $non_clock_inputs
set_output_delay [expr $clk_period * $clk_io_pct] -clock clk0 [all_outputs]
</file>
<file path="flow/design.v">
module CH3_VFD(
	RESETN, CLK,
	LCD_E, LCD_RS, LCD_RW,
	LCD_DATA
);
input RESETN, CLK;
output LCD_E, LCD_RS, LCD_RW;
output [7:0]LCD_DATA;
wire LCD_E;
reg LCD_RS, LCD_RW;
reg [7:0]LCD_DATA;
reg [2:0]STATE;
parameter DELAY = 3'b000,
			FUNCTION_SET = 3'b001,
			ENTRY_MODE = 3'b010,
			DISP_ONOFF = 3'b011,
			LINE1 = 3'b100,
			LINE2 = 3'b101,
			DELAY_T = 3'b110,
			CLEAR_DISP = 3'b111;
integer CNT;
always @(posedge CLK)
begin
	if(RESETN == 1'b0)
		STATE = DELAY;
	else
		begin
			case(STATE)
				DELAY:
					if(CNT == 70) STATE = FUNCTION_SET;
				FUNCTION_SET:
					if(CNT == 30) STATE = DISP_ONOFF;
				DISP_ONOFF:
					if(CNT == 30) STATE = ENTRY_MODE;
				ENTRY_MODE:
					if(CNT == 30) STATE = LINE1;
				LINE1:
					if(CNT == 20) STATE = LINE2;
				LINE2:
					if(CNT == 20) STATE = DELAY_T;
				DELAY_T:
					if(CNT == 400) STATE = CLEAR_DISP;
				CLEAR_DISP:
					if(CNT == 200) STATE = LINE1;
				default: STATE = DELAY;
			endcase
		end
end
always @(posedge CLK)
begin
	if(RESETN == 1'b0)
		CNT = 0;
	else
		begin
			case(STATE)
				DELAY:
					if(CNT >= 70) CNT = 0;
					else CNT = CNT + 1;
				FUNCTION_SET:
					if(CNT >= 30) CNT = 0;
					else CNT = CNT + 1;
				DISP_ONOFF:
					if(CNT >= 30) CNT = 0;
					else CNT = CNT + 1;
				ENTRY_MODE:
					if(CNT >= 30) CNT = 0;
					else CNT = CNT + 1;
				LINE1:
					if(CNT >= 20) CNT = 0;
					else CNT = CNT + 1;
				LINE2:
					if(CNT >= 20) CNT = 0;
					else CNT = CNT + 1;
				DELAY_T:
					if(CNT >= 400) CNT = 0;
					else CNT = CNT + 1;
				CLEAR_DISP:
					if(CNT >= 200) CNT = 0;
					else CNT = CNT + 1;
				default: CNT = 0;
			endcase
		end
end
always @(posedge CLK)
begin
	if(RESETN == 1'b0)
		begin
			LCD_RS = 1'b1;
			LCD_RW = 1'b1;
			LCD_DATA = 8'b00000000;
		end
	else
		begin
			case(STATE)
				FUNCTION_SET:
					begin
						LCD_RS = 1'b0;
						LCD_RW = 1'b0;
						LCD_DATA = 8'b00111100;
					end
				DISP_ONOFF:
					begin
						LCD_RS = 1'b0;
						LCD_RW = 1'b0;
						LCD_DATA = 8'b00001100;
					end
				ENTRY_MODE:
					begin
						LCD_RS = 1'b0;
						LCD_RW = 1'b0;
						LCD_DATA = 8'b00000110;
					end
				LINE1:
					begin
						LCD_RW = 1'b0;
						case(CNT)
							0:
								begin
									LCD_RS = 1'b0;
									LCD_DATA = 8'b10000000;
								end
							1:
								begin
									LCD_RS = 1'b1;
									LCD_DATA = 8'b00100000;
								end
							2:
								begin
									LCD_RS = 1'b1;
									LCD_DATA = 8'b01010100; 
								end
							3:
								begin
									LCD_RS = 1'b1;
									LCD_DATA = 8'b01101000; 
								end
							4:
								begin
									LCD_RS = 1'b1;
									LCD_DATA = 8'b01101001; 
								end
							5:
								begin
									LCD_RS = 1'b1;
									LCD_DATA = 8'b01110011; 
								end
							6:
								begin
									LCD_RS = 1'b1;
									LCD_DATA = 8'b00100000; 
								end
							7:
								begin
									LCD_RS = 1'b1;
									LCD_DATA = 8'b01101001; 
								end
							8:
								begin
									LCD_RS = 1'b1;
									LCD_DATA = 8'b01110011; 
								end
							9:
								begin
									LCD_RS = 1'b1;
									LCD_DATA = 8'b00100000; 
								end
							10:
								begin
									LCD_RS = 1'b1;
									LCD_DATA = 8'b01010110; 
								end
							11:
								begin
									LCD_RS = 1'b1;
									LCD_DATA = 8'b01100101; 
								end
							12:
								begin
									LCD_RS = 1'b1;
									LCD_DATA = 8'b01110010; 
								end
							13:
								begin
									LCD_RS = 1'b1;
									LCD_DATA = 8'b01101001; 
								end
							14:
								begin
									LCD_RS = 1'b1;
									LCD_DATA = 8'b01111100; 
								end
							15:
								begin
									LCD_RS = 1'b1;
									LCD_DATA = 8'b01101111; 
								end
							16:
								begin
									LCD_RS = 1'b1;
									LCD_DATA = 8'b01100111; 
								end
							default:
								begin
									LCD_RS = 1'b1;
									LCD_DATA = 8'b00100000; 
								end
						endcase
					end
				LINE2:
					begin
						LCD_RW = 1'b0;
						case(CNT)
							0:
								begin
									LCD_RS = 1'b0;
									LCD_DATA = 8'b10000000;
								end
							1:
								begin
									LCD_RS = 1'b1;
									LCD_DATA = 8'b00100000;
								end
							2:
								begin
									LCD_RS = 1'b1;
									LCD_DATA = 8'b01010100; 
								end
							3:
								begin
									LCD_RS = 1'b1;
									LCD_DATA = 8'b01101000; 
								end
							4:
								begin
									LCD_RS = 1'b1;
									LCD_DATA = 8'b01101001; 
								end
							5:
								begin
									LCD_RS = 1'b1;
									LCD_DATA = 8'b01110011; 
								end
							6:
								begin
									LCD_RS = 1'b1;
									LCD_DATA = 8'b00100000; 
								end
							7:
								begin
									LCD_RS = 1'b1;
									LCD_DATA = 8'b01101001; 
								end
							8:
								begin
									LCD_RS = 1'b1;
									LCD_DATA = 8'b01110011; 
								end
							9:
								begin
									LCD_RS = 1'b1;
									LCD_DATA = 8'b00100000; 
								end
							10:
								begin
									LCD_RS = 1'b1;
									LCD_DATA = 8'b01010110; 
								end
							11:
								begin
									LCD_RS = 1'b1;
									LCD_DATA = 8'b01100101; 
								end
							12:
								begin
									LCD_RS = 1'b1;
									LCD_DATA = 8'b01110010; 
								end
							13:
								begin
									LCD_RS = 1'b1;
									LCD_DATA = 8'b01101001; 
								end
							14:
								begin
									LCD_RS = 1'b1;
									LCD_DATA = 8'b01111100; 
								end
							15:
								begin
									LCD_RS = 1'b1;
									LCD_DATA = 8'b01101111; 
								end
							16:
								begin
									LCD_RS = 1'b1;
									LCD_DATA = 8'b01100111; 
								end
							default:
								begin
									LCD_RS = 1'b1;
									LCD_DATA = 8'b01100101; 
								end
						endcase
					end
				DELAY_T:
					begin
						LCD_RS = 1'b0;
						LCD_RW = 1'b0;
						LCD_DATA = 8'b00000010;
					end
				CLEAR_DISP:
					begin
						LCD_RS = 1'b0;
						LCD_RW = 1'b0;
						LCD_DATA = 8'b00000001;
					end
				default:
					begin
						LCD_RS = 1'b1;
						LCD_RW = 1'b1;
						LCD_DATA = 8'b00000000;
					end
				endcase
			end
	end
	assign LCD_E = CLK;
	endmodule
</file>
<file path="flow/run.sh">
#!/bin/bash
# OpenROAD 26Q1-2900-gdf79404cd8, Yosys 0.63+post, stock flow scripts
make -C /OpenROAD-flow-scripts/flow DESIGN_CONFIG=/design/flow/config.mk WORK_HOME=/design/flow/orfs finish
</file>
==> reports/results.tsv <==
stage	metric	value	unit
critical_path	Crit. path cell count	3	
critical_path	RR Startpoint	CNT[15]	
logic_synthesis	cell taking the most area after synthesis	dfxtp_1	
critical_path	Critical Path Start Type	clock port	
drt	1st-iter DRT viols	138	
final_timing	setup TNS	0	ps
critical_path	largest fanout on the critical path	2	
logic_synthesis	Synth top cell by count	dfxtp_1	
drt	via count	2358	
drt	# DRC	0	
logic_synthesis	post-synth top area share	42.1	%
cells_and_area	Finished Cell Area	3340	um^2
global_route	GRT overflow	0	
global_route	gr usage total	17.8	%
critical_path	Buf/Inv on CP	3	
floorplan	core area	6940	um^2
place	PortBufs	12	
floorplan	die width	87.9	um
pwr	pwr/cell area	304	nW/um^2
place	Post-DP Area	3100	um^2
global_route	GRT met3 Usage	4.29	%
drt	Antenna Cells	0	
logic_synthesis	Distinct cells, synth	55	
critical_path	critical path arrival	3270	ps
place	Post-Place Cells	435	
critical_path	Reg2Reg Setup Slack	1600	ps
logic_synthesis	Yosys Chip Area	2950	um^2
final_timing	Slew HR	44.4	%
logic_synthesis	Synth flops	62	
logic_synthesis	# Cells Yosys	343	
final_timing	final max-slew violation count	0	
drt	First-pass DRT Iterations	4	
pwr	Leakage	0.00121	uW
logic_synthesis	Ys Warns	1	
job	OpenROAD warnings	31	
logic_synthesis	Dominant flop cell	dfxtp_1	
cells_and_area	Layout area overhead	13.1	%
global_route	first-pass GRT wire length	10500	um
logic_synthesis	ys async rst share	0	%
drt	Post-DRT Antenna Nets	0	
place	routability congestion estimate	0.867	
global_route	largest net degree at the start of global routing	34	
final_timing	final setup vio count	0	
logic_synthesis	Gate Count Post-Synth	343	
critical_path	most numerous cell on the critical path	clkbuf_8	
logic_synthesis	Post-synth seq share	42.1	%
clock_network	clock transition at the registers of the reported paths	70	ps
global_route	gr busiest metal	met1	
clock_network	clock latency (worst-skew pair)	450	ps
global_route	Global Route met2 Usage	23.7	%
drt	routed wire length	6280	um
critical_path	Critical Path End Type	primary output	
final_timing	RSZ-0062 raised after global routing	no	
global_route	vias in the first global route	2141	
critical_path	CP startpoint	CLK	
drt	Avg WL per Cell	13.8	um
cells_and_area	end-of-flow core utilization	48.1	%
final_timing	Worst Skew	9.07	ps
final_timing	Fin. Hold Viols	0	
drt	Vias/cell	5.19	
global_route	initial antenna violation count	0	
critical_path	crit path kind	clock port to primary output	
cells_and_area	fill count	652	
clock_network	post-CTS sizing	0	
floorplan	Chip Height	87.9	um
critical_path	CP max stage cell	clkdlybuf4s50_1	
place	hpwl dp	4370	um
hold_path	worst hold-check path type	flop to flop	
logic_synthesis	Mapped Area	2950	um^2
job	max-cap viol count	0	
floorplan	I/O pin cnt	13	
global_route	met1 GRT Util	29.7	%
floorplan	die area	7730	um^2
cells_and_area	area occupied by registers	1240	um^2
logic_synthesis	Mean Syn Cell Area	8.61	um^2
logic_synthesis	top post-synthesis cells by area	dfxtp_1 42%, nor2_1 7.8%, xor2_1 5.6%, xnor2_1 3.3%, ha_1 3.0%	
logic_synthesis	top cells by count, synth	62 x dfxtp_1, 61 x nor2_1, 22 x nand2_1	
critical_path	Worst path max stage delay	390	ps
clock_network	Post-CTS Setup Repair Bufs	0	
cells_and_area	fin cells	454	
clock_network	CTS tree	built	
floorplan	Rows	30	
floorplan	Initial Utilization	42.5	%
final_timing	Slew @ Worst Pin	830	ps
cells_and_area	layout cells sized above 1	8.38	%
critical_path	cell family with most CP delay	buffers and inverters	
critical_path	Worst Reg-to-Reg Cells	10	
cells_and_area	logic area	1590	um^2
clock_network	CTS hold repair buffers	0	
pwr	VDD IR max	0.124	mV
logic_synthesis	Post-synth EDFFs	0	
critical_path	Data required, critical path	4240	ps
critical_path	endpoint of the worst setup timing path	LCD_E	
critical_path	cells along the critical path	clkbuf_8 > clkbuf_8 > clkdlybuf4s50_1	
outcome	status	finished, final reports clean	
## worst min-delay path, cell delays in order (launching register included)
cell	delay (ps)
dfxtp_1	310
a21oi_1	50
nor2_1	70
## cell families after synthesis
| family | count (synthesis) | synth area share, % |
|---|---|---|
| and+or+nand+nor | 161 | 27.3 |
| AOI/OAI and AO/OA | 56 | 13.6 |
| adders and majority gates | 7 | 2.97 |
| DFF | 62 | 42.1 |
| buffers and inverters | 24 | 4.15 |
| xor gates and xnor gates | 30 | 8.90 |
| muxes | 3 | 1.02 |
## layout make-up
class                      instances  area share, %
multi-input combinational        257           47.5
timing repair buffer              11           3.30
sequential                        62           37.2
clock inverter                     7           2.25
inverter                           8          0.899
tap                               96           3.60
clock buffer                      13           5.25
## placed cells by master (no fill, tap or decap), drive strengths merged, types with 7 or more instances in the layout
| cell | instances |
|---|---|
| dfxtp | 62 |
| nor2 | 62 |
| nand2 | 22 |
| xor2 | 19 |
| nor3 | 16 |
| a21oi | 16 |
| nand3 | 14 |
| clkbuf | 12 |
| clkdlybuf4s50 | 12 |
| xnor2 | 11 |
| nand4 | 10 |
| o21ai | 10 |
| inv | 8 |
| nor4 | 8 |
| and3 | 7 |
| ha | 7 |
## report_power, final
group	switching [uW]	leakage, uW	internal (uW)
registers	7.76	0.000502	477
clock network	204	0.000117	277
logic	30.5	0.000590	18.3
total	242	0.00121	773
## worst min path at each step
stage	cells past startpoint	slack (ps)	to
after global routing	1	480	LCD_DATA[7]
final	2	460	LCD_DATA[4]
after CTS	2	470	LCD_DATA[6]
## metrics by stage
stage	total power (uW)	setup WS (ps)	hold WS, ps
finish	1010	975	463
global route	1050	960	485
CTS	1030	960	471
detailed placement	556	1220	452
global placement	557	1220	446
floorplan	543	1490	433
## per-layer routing
| layer | part of all wire, % | up-vias |
|---|---|---|
| li1 | - | 1238 |
| met1 | 53 | 1060 |
| met2 | 40 | 50 |
| met3 | 4.9 | 10 |
| met4 | 1.4 | 0 |
| met5 | 0 | - |
Power is estimated from default activity; no workload was simulated.
