$ cat design/flow/config.mk
export PLATFORM = sky130hd
export DESIGN_NAME = CH3_PIEZO_EX
export DESIGN_NICKNAME = CH3_PIEZO_EX
export VERILOG_FILES = /design/flow/design.v
export SDC_FILE = /design/flow/constraint.sdc
export NUM_CORES = 4
export LEC_CHECK = 1
export CORE_AREA = 10 10 104 104
export DIE_AREA = 0 0 114 114
$ cat design/flow/constraint.sdc
current_design CH3_PIEZO_EX

set clk_period 7.3
set clk_io_pct 0.2

create_clock -name clk0 -period $clk_period [get_ports {CLK}]

set non_clock_inputs [all_inputs -no_clocks]
set_input_delay [expr $clk_period * $clk_io_pct] -clock clk0 $non_clock_inputs
set_output_delay [expr $clk_period * $clk_io_pct] -clock clk0 [all_outputs]
$ cat design/flow/design.v
module CH3_PIEZO_EX(
	RESETN, CLK,
	KEY,
	PIEZO
);
input RESETN, CLK;
input [7:0] KEY;
output PIEZO;
reg BUFF;
integer CNT_SOUND;
integer LIMIT;
wire PIEZO;
always @(KEY)
begin
	case(KEY)
		8'b10000000: LIMIT = 190;
		8'b01000000: LIMIT = 169;
		8'b00100000: LIMIT = 151;
		8'b00010000: LIMIT = 142;
		8'b00001000: LIMIT = 127;
		8'b00000100: LIMIT = 113;
		8'b00000010: LIMIT = 100;
		8'b00000001: LIMIT = 95;
		default: LIMIT = 0;
	endcase
end
always @(posedge CLK)
begin
if(~RESETN)
	begin
		BUFF = 1'b0;
		CNT_SOUND = 0;
	end
else
	begin
		if(CNT_SOUND >= LIMIT)
			begin
				CNT_SOUND = 0;
				BUFF = ~BUFF;
			end
		else
			CNT_SOUND = CNT_SOUND + 1;
	end
end
assign PIEZO = BUFF;
endmodule
$ cat design/flow/run.sh
#!/bin/bash
# OpenROAD 26Q1-2900-gdf79404cd8, Yosys 0.63+post, stock flow scripts
make -C /OpenROAD-flow-scripts/flow DESIGN_CONFIG=/design/flow/config.mk WORK_HOME=/design/flow/orfs finish
==> results.tsv <==
stage	metric	value	unit
placement	place_area	2150	um2
finish	area_growth	14.2	%
clock_tree	cts_hold_repair.buffers	0	
final_timing	skew	0.00441	ns
power	power.density	152	nW/um2
placement	gp_congestion	0.846	
finish	most-common-layout-cells	nor2_1, dfxtp_1, xnor2_1	
detailed_routing	drtPass1Iterations	5	
detailed_routing	dr.first_iter.drc_count	85	
setup_path	worstSetupEndpointType	register	
outcome	status	complete, no violations	
clock_tree	cts_tree	built	
final_timing	slew_headroom	0.581	
floorplan	num_rows	34	
logic_synthesis	syn_inst	241	
placement	hpwlAfterDp	2.85	mm
global_route	grt_pass1_wl	6.96	mm
final_timing	hold_viol_final	0	
final_timing	finalClockPeriodUsage	0.644	
floorplan	initCoreUtil	0.225	
clock_tree	numCtsBuffers	5	
power	power_leakage	0.699	nW
logic_synthesis	syn_area	1950	um2
detailed_routing	routed_wl	3.93	mm
clock_tree	postCtsSetupRepairBufs	0	
detailed_routing	via_per_inst	4.55	
clock_tree	cts.clk_slew.worst_paths	0.07	ns
final_timing	totalNegativeSetupSlack	0	ns
placement	dp_slack	2.29	ns
worst_hold_path	hp-class	reg -> reg	
job	warnings	25	
finish	final_common_cell	nor2_1	
final_timing	maxSlewViolCount	0	
floorplan	die_height	114	um
finish	drive_gt1_frac	0.0680	
setup_path	crit_required	7.50	ns
final_timing	max_freq	213	MHz
detailed_routing	drtAntennaViolNets	0	
floorplan	die_area	13000	um2
clock_tree	htreeDepth	2	
placement	port_buffers	10	
global_route	grt.overflow.total	0	
logic_synthesis	synth_cell_type_count	33	
final_timing	setup_viol	0	
logic_synthesis	ys.flops	33	
floorplan	die_w	114	um
logic_synthesis	yosys_warnings	1	
setup_path	crit_type	in -> reg	
final_timing	fin_crit	4.70	ns
setup_path	start_kind	input port	
clock_tree	clk_path_buf_depth	2	
floorplan	top_level_ports	11	
setup_path	cp.arrival	4.90	ns
final_timing	setup_slack	2.60	ns
power	peakVddDrop	48.5	uV
detailed_routing	num_vias	1630	
setup_path	cp_max_fo	32	
global_route	grt_pass1_vias	1473	
detailed_routing	remaining_drc_errors	0	
logic_synthesis	ys_cells	241	
detailed_routing	num_antenna_cells	0	
global_route	antenna_found_initial	0	
logic_synthesis	synth_area_per_cell	8.10	um2
clock_tree	clkLatencyLatePin	0.28	ns
final_timing	worst_pin_slew	0.628	ns
logic_synthesis	synth_chip_area	1950	um2
detailed_routing	wl_per_cell	11.0	um
logic_synthesis	synth.yosys.seq_area_share	0.338	
finish	fin_area	2230	um2
clock_tree	cts_sinks	33	
clock_tree	cts-resized-gates	0	
final_timing	grt_setup_unrepaired	no	
job	cap_violations	0	
global_route	track_usage	0.0622	
floorplan	core	8680	um2
clock_tree	clockRootBuffer	clkbuf_8	
global_route	grt_max_degree	33	
through the flow:
| stage | util | instances | power (mW) | hold WS, ns |
|---|---|---|---|---|
| floorplan | - | 241 | 0.203 | 0.463 |
| global placement | 0.247 | 350 | 0.212 | 0.508 |
| detailed placement | 0.247 | 350 | 0.212 | 0.518 |
| CTS | 0.257 | 358 | 0.344 | 0.534 |
| global route | 0.257 | 358 | 0.354 | 0.576 |
| finish | 0.257 | 358 | 0.339 | 0.529 |
cell families (layout without fill, tap and decap cells):
logic type	count (synthesis)	after routing	synth area share
flops	33	33	0.338
simple gates	131	131	0.360
fa+ha+maj	9	9	0.0577
buf+inv	16	25	0.0346
compound gates	16	16	0.0474
xor+xnor	36	36	0.162
routing by layer:
metal	up-vias	track usage	part of all wire
met5	-	0	0
met4	0	0.00919	0.024
met3	9	0.0154	0.046
met2	36	0.0949	0.43
met1	724	0.0887	0.50
li1	861	-	-
worst paths after layout:
path                 from            end  slack, ns  cells past startpoint
max reg2reg  CNT_SOUND[0]  CNT_SOUND[28]       4.86                      7
min          CNT_SOUND[0]   CNT_SOUND[0]       0.53                      1
min reg2reg  CNT_SOUND[0]   CNT_SOUND[0]       0.53                      1
max                KEY[1]  CNT_SOUND[28]       2.60                     10
state kept, by name (all words and copies together), names as in the netlist:
register and flops:
CNT_SOUND 32, BUFF 1
synthesized netlist by cell type:
master | n | area [um2]
and3_1 | 3 | 18.8
ha_1 | 9 | 113
a211o_1 | 1 | 8.76
and3b_1 | 1 | 8.76
a21oi_1 | 5 | 25.0
nand3_2 | 1 | 10.0
nand3_1 | 14 | 70.1
and2_1 | 1 | 6.26
nand4_1 | 9 | 56.3
a2111oi_0 | 1 | 8.76
and2_2 | 1 | 7.51
xor2_1 | 15 | 131
inv_1 | 7 | 26.3
nand4_2 | 3 | 37.5
nor4_4 | 1 | 21.3
and4_2 | 3 | 30.0
nor3_1 | 10 | 50.1
nand2_1 | 15 | 56.3
nor4_1 | 13 | 81.3
xnor2_1 | 21 | 184
nand2b_1 | 3 | 18.8
or4_1 | 1 | 7.51
clkbuf_1 | 8 | 30.0
o21ai_0 | 6 | 30.0
nor2_1 | 46 | 173
or2_2 | 1 | 6.26
and4_1 | 3 | 26.3
dfxtp_1 | 33 | 661
o31ai_1 | 2 | 15.0
or4b_1 | 1 | 10.0
buf_6 | 1 | 11.3
o21ai_1 | 1 | 5.00
nor3b_1 | 1 | 7.51
final cells by class:
class                           count  area (um2)
Timing Repair Buffer               10         100
Multi-Input combinational cell    192        1220
Tap cell                          108         135
Clock inverter                      2        10.0
Sequential cell                    33         661
Fill cell                         925        6450
Clock buffer                        6        72.6
Inverter                            7        26.3
worst max-delay path, cell delays in order:
cell	delay, ns
clkdlybuf4s50_1	0.52
or4_1	0.66
nor4_1	0.33
nor2_1	0.08
ha_1	0.27
and3_1	0.19
and2_1	0.15
o31ai_1	0.40
nand3_2	0.57
nor2_1	0.25
power by group:
part | switching (mW) | internal, mW
clock network | 0.0647 | 0.0660
registers | 0.00101 | 0.181
logic | 0.0140 | 0.0121
total | 0.0797 | 0.259
Power figures rest on the tool's default switching activity, not on a simulated workload.
