## config.mk

```make
export PLATFORM = sky130hd
export DESIGN_NAME = CH3_WATCH
export DESIGN_NICKNAME = CH3_WATCH
export VERILOG_FILES = /design/flow/design.v
export SDC_FILE = /design/flow/constraint.sdc
export NUM_CORES = 4
export LEC_CHECK = 1
export CORE_UTILIZATION = 30
```

## constraint.sdc

```tcl
current_design CH3_WATCH

set clk_period 9.9
set clk_io_pct 0.2

create_clock -name clk0 -period $clk_period [get_ports {CLK}]

set non_clock_inputs [all_inputs -no_clocks]
set_input_delay [expr $clk_period * $clk_io_pct] -clock clk0 $non_clock_inputs
set_output_delay [expr $clk_period * $clk_io_pct] -clock clk0 [all_outputs]
```

## design.v

```verilog
module CH3_WATCH(
	RESETN, CLK,
	SEG_COM, SEG_DATA
);
input RESETN, CLK;
output [7:0]SEG_COM, SEG_DATA;
reg [7:0]SEG_COM;
wire [7:0]SEG_DATA;
integer CNT;
integer CNT_SCAN;
reg [6:0]HOUR, MIN, SEC;
wire [3:0]H10, H1, M10, M1, S10, S1;
reg [3:0]NUM;
reg SEG_DOT;
always @(posedge CLK)
begin
	if(~RESETN)
		CNT=0;
	else
		begin
			if(CNT>=999)
				CNT=0;
			else
				CNT = CNT+1;
		end
end
always @(posedge CLK)
begin
	if(~RESETN)
		SEC=0;
	else
		begin
			if(CNT==999)
				begin
					if(SEC>=59)
						SEC=0;
					else
						SEC=SEC+1;
				end
		end
end
always @(posedge CLK)
begin
	if(~RESETN)
		MIN=0;
	else
		begin
			if((CNT == 999)&&(SEC == 59))
				begin
					if(MIN>=59)
						MIN = 0;
					else
						MIN = MIN+1;
				end
		end
end
always @(posedge CLK)
begin
	if(~RESETN)
		HOUR=0;
	else
		begin
			if((CNT==999)&&(SEC==59)&&(MIN==59))
				begin
					if(HOUR>=23)
						HOUR=0;
					else
						HOUR=HOUR+1;
				end
		end
end
always @(posedge CLK)
begin
	if(~RESETN)
		begin
			SEG_DOT=1'b0;
			SEG_COM=8'b00000000;
			NUM=0;
			CNT_SCAN=0;
		end
	else
		begin
			if(CNT_SCAN>=5)
				CNT_SCAN=0;
			else
				CNT_SCAN=CNT_SCAN+1;
			case(CNT_SCAN)
				0:
					begin
						NUM=H10;
						SEG_DOT=1'b0;
						SEG_COM=8'b01111111;
					end
				1:
					begin
						NUM=H1;
						SEG_DOT=1'b1;
						SEG_COM=8'b10111111;
					end
				2:
					begin
						NUM=M10;
						SEG_DOT=1'b0;
						SEG_COM=8'b11011111;
					end
				3:
					begin
						NUM=M1;
						SEG_DOT=1'b1;
						SEG_COM=8'b11101111;
					end
				4:
					begin
						NUM=S10;
						SEG_DOT=1'b0;
						SEG_COM=8'b11110111;
					end
				5:
					begin
						NUM=S1;
						SEG_DOT=1'b1;
						SEG_COM=8'b11111011;
					end
				default:
					begin
						NUM=0;
						SEG_DOT=1'b0;
						SEG_COM=8'b11111111;
					end
				endcase
		end
end
CH3_WT_SEP S_SEP(SEC, S10, S1);
CH3_WT_SEP M_SEP(MIN, M10, M1);
CH3_WT_SEP H_SEP(HOUR, H10, H1);
CH3_WT_DECODER S_DECODE(NUM, SEG_DOT, SEG_DATA);
endmodule
module CH3_WT_DECODER(
	BCD, DOT,
	SEG_DATA
);
input [3:0]BCD;
input DOT;
output[7:0]SEG_DATA;
wire [7:0]SEG_DATA;
reg [6:0]BUFF;
always @(BCD)
begin
	case(BCD)
		4'b0000:BUFF=7'b1111110;	 
		4'b0001:BUFF=7'b0110000;	 
		4'b0010:BUFF=7'b1101101;	 
		4'b0011:BUFF=7'b1111011;	 
		4'b0100:BUFF=7'b0110011;	 
		4'b0101:BUFF=7'b1011011;	 
		4'b0110:BUFF=7'b1011111;	 
		4'b0111:BUFF=7'b1110000;	 
		4'b1000:BUFF=7'b1111111;	 
		4'b1001:BUFF=7'b1111011;	 
		default:BUFF=7'b0000000;	 
	endcase
end
assign SEG_DATA={BUFF, DOT};
endmodule
module CH3_WT_SEP(
	NUMBER,
	SEP_A, SEP_B
);
input [6:0]NUMBER;
output [3:0]SEP_A, SEP_B;
reg [3:0]SEP_A, SEP_B;
always @(NUMBER)
begin
	if(NUMBER<=9)
		begin
			SEP_A=3'b000;
			SEP_B=NUMBER[3:0];
		end
	else if(NUMBER<=19)
		begin
			SEP_A=1;
			SEP_B=NUMBER-10;
		end
	else if(NUMBER<=29)
		begin
			SEP_A=2;
			SEP_B=NUMBER-20;
		end
	else if(NUMBER<=39)
		begin
			SEP_A=3;
			SEP_B=NUMBER-30;
		end
	else if(NUMBER<=49)
		begin
			SEP_A=4;
			SEP_B=NUMBER-40;
		end
	else if(NUMBER<=59)
		begin
			SEP_A=5;
			SEP_B=NUMBER-50;
		end
	else if(NUMBER<=69)
		begin
			SEP_A=6;
			SEP_B=NUMBER-60;
		end
	else if(NUMBER<=79)
		begin
			SEP_A=7;
			SEP_B=NUMBER-70;
		end
	else if(NUMBER<=89)
		begin
			SEP_A=8;
			SEP_B=NUMBER-80;
		end
	else if(NUMBER<=99)
		begin
			SEP_A=9;
			SEP_B=NUMBER-90;
		end
	else
		begin
			SEP_A=0;
			SEP_B=0;
		end
end
endmodule
```

## run.sh

```bash
#!/bin/bash
# OpenROAD 26Q1-2900-gdf79404cd8, Yosys 0.63+post, stock flow scripts
make -C /OpenROAD-flow-scripts/flow DESIGN_CONFIG=/design/flow/config.mk WORK_HOME=/design/flow/orfs finish
```

==> reports/metrics.cfg <==
[layout]
stdcell_count=1282
n_fill_cell=2570
syn2layout_area_growth_pct=8.72
final_area_um2=8350
drive_gt1_frac=0.0672

[worst_setup_path]
startpoint_type=register
max_stage_delay_ns=0.79
path_cells=ha_1, nand4_2, nor4_4, nand3_1, xor2_1, o211ai_2, nor4b_4, a21oi_1, nor2b_1, nand2b_1, inv_1, ha_1, inv_1, o221a_2
required_ns=10.15
crit_type=reg2reg
worst-path-buf-inv=2
critPathTopFamily=simple AND/OR/NAND/NOR gates
crit_slowest_cell=nor4_4
end_kind=register
arrival_ns=4.81
cp_max_fo=13

[grt]
antenna_found_initial=0
grt_max_degree=33
grt_pass1_vias=6125
grt.total_usage=0.145
grt.overflow.total=0
grt_pass1_wl_mm=31.4

[worst_hold_path]
hold_class=reg2reg

[placed_design]
place.gp.congestion=0.956
port_buffers=17
placed_area_um2=8010
dp_slack_ns=5.36
detailed_place_hpwl_mm=13.7
post-place-cells=1266

[cts]
cts_made_buffers=9
clk_pin_slew_ns=0.07
cts_hold_buffers=0
cts_root_buf=clkbuf_16
insertion_delay_ns=0.36
cts_tree=done
h-tree-depth=3
cts_sinks=100
cts_setup_buffers=0
ctsResizeCount=0
cts_buffer_depth=2

[detailed_routing]
vias_per_cell=5.40
vias=6919
n_antenna_cell=0
post_drt_wl_per_cell_um=14.6
ant_nets=0
totalWireLength_mm=18.7
drt-initial-drc-count=516
drc=0
dr.pass1.iters=5

[die]
core_area_um2=25100
die_x_um=162
chipArea_um2=26200
rows=58
fp-utilization=0.306
pin_count=18
die_h_um=162

[synthesis]
topCombFamilyByArea=simple AND/OR/NAND/NOR gates
ys_sh_xor=0.0833
top_cells_by_area=dfxtp_1 (26%), ha_1 (6.4%), nor2_1 (5.5%)
yosysMostFrequentCell=nor2_1
adder_share=0.0636
synthCells=975
yosysWarnings=3
yosysTopAreaCell=dfxtp_1
yosys-top-cells-count=nor2_1 (113), dfxtp_1 (100), nand2_1 (88)
ys_seq_frac=0.261
ff_type=dfxtp_1
async_flop_share=0
syn_area_um2=7680
yosysCellCount=975
synthAoiAreaFrac=0.225
ys_sh_mux=0.0129
avgSynthCellArea_um2=7.87
synth_flops=100
synth.distinct_cells=97
synth_top_area_share=0.261
ys_area_um2=7680
edf_count=0
ys_sh_simple=0.301

[timing]
fin_crit_sh=0.461
worstMarginPinSlew_ns=0.803
drv_slew=0
hold_violations=0
min_period_ns=4.56
rsz0062_at_grt=no
setup_ws_ns=5.34
finalSetupViolCount=0
finalSetupTns_ns=0
timing.fmax_mhz=219
finalClockSkew_ns=0.00962
slew_headroom=0.460

[pwr]
p_sw_frac=0.236
p_int_mw=0.674
clkPwrFrac=0.445
power_frac_seq=0.472
leakage_nw=3.04
power.density_nw_per_um2=106
combPwrFrac=0.083
ir_drop_v=0.0000721
p_switching_mw=0.209

[flow_run]
warnings=51
drv_cap=0

[run_status]
status=completed

[cell type report]
class / count / area, um2 / area share
multi-input cells: 779 / 5270 / 0.631
flip-flops and latches: 100 / 2000 / 0.240
well taps: 330 / 413 / 0.0495
clock buffers: 10 / 239 / 0.0286
repair buffers: 20 / 193 / 0.0231
inverters: 37 / 139 / 0.0166
clock inverters: 6 / 93.8 / 0.0112
[per-stage QoR]
stage,hold slack [ns],utilization,power [mW]
floorplan,0.418,-,0.473
global placement,0.434,0.319,0.500
detailed placement,0.445,0.319,0.500
CTS,0.462,0.332,0.898
global route,0.510,0.332,0.922
finish,0.462,0.332,0.883
[flip-flops by register name, indices dropped and copies added (netlist names)]
signal and count:
CNT 32, CNT_SCAN 32, HOUR 7, MIN 7, SEC 7, SEG_COM 7, S_DECODE.BUFF 7, SEG_DOT 1
[metal layers]
layer,vias up,GRT usage,wire [um]
met2,187,0.220,8160
met5,-,0,0
met3,28,0.0193,873
li1,3505,-,-
met4,0,0.0287,406
met1,3199,0.222,9290
[power by group through the flow]
stage	registers (mW)	logic, mW	clock network, mW
6_report	0.417	0.0730	0.393
5_1_grt	0.418	0.0807	0.423
4_1_cts	0.417	0.0736	0.408
[path summary, 6_finish.rpt]
kind / slack, ns / cells after the start / from / end
worst max-delay path: 5.34 / 14 / CNT_SCAN[0] / S_DECODE.BUFF[4]
worst min-delay path: 0.46 / 1 / CNT[0] / CNT[0]
worst max register to register: 5.34 / 14 / CNT_SCAN[0] / S_DECODE.BUFF[4]
worst min register to register: 0.46 / 1 / CNT[0] / CNT[0]
[layout by cell type, fill, tap and decap left out, drive strengths merged, types with 7 or more instances in the layout]
master         count
and4              11
clkdlybuf4s50     17
nand2b            12
o21a               9
or3                8
a31oi             17
clkbuf            10
inv               39
a21o               8
nor4              22
nor2             114
o31a               9
nand2             89
nor3              23
o31ai              7
xor2              46
dfxtp            100
nand3             53
a211oi            11
and2              15
o211ai            10
xnor2             27
ha                39
o21ai             43
and3              18
a21oi             44
nand4             18
[cells by family after synthesis]
logic type / Yosys count
buf+inv: 96
mux: 9
fa+ha+maj: 39
xor+xnor: 73
flops: 100
simple gates: 420
compound gates: 238
Power is estimated from default activity; no workload was simulated.
